**./config.mk**
```make
export PLATFORM = sky130hd
export DESIGN_NAME = ZeroToFiveCounter
export DESIGN_NICKNAME = ZeroToFiveCounter
export VERILOG_FILES = /design/flow/design.v
export SDC_FILE = /design/flow/constraint.sdc
export NUM_CORES = 4
export LEC_CHECK = 1
export CORE_AREA = 10 10 110 110
export DIE_AREA = 0 0 120 120
```
**./constraint.sdc**
```tcl
current_design ZeroToFiveCounter

set clk_period 6.7
set clk_io_pct 0.2

create_clock -name clk0 -period $clk_period [get_ports {CLK100MHZ}]

set non_clock_inputs [all_inputs -no_clocks]
set_input_delay [expr $clk_period * $clk_io_pct] -clock clk0 $non_clock_inputs
set_output_delay [expr $clk_period * $clk_io_pct] -clock clk0 [all_outputs]
```
**./design.v**
```verilog
`timescale 1ns / 1ps
module ZeroToFiveCounter(
    input CLK100MHZ,
    input BTNC,  
    output [6:0] seg,
    output [3:0] AN
);
wire [3:0] count;
assign AN = 4'b1110;  
SevenSegmentDecoder decoder (
    .clk(CLK100MHZ),
    .rst(BTNC),
    .seg(seg)
);
endmodule
module SevenSegmentDecoder(
    input clk,
    input rst,
    output reg [6:0] seg  
);
reg [24:0] delay;
reg [3:0] count;
always @(posedge clk or posedge rst) begin
    if (rst) begin
        count <= 4'b0000;
        delay <= 25'b0;   
    end
    else begin
        if (delay == 25'b1111111111111111111111111) begin
            if (count == 4'd4) 
                count <= 4'b0000;  
            else 
                count <= count + 1'b1; 
            delay <= 25'b0;  
        end
        else begin
            delay <= delay + 1'b1;  
        end
    end
end
always @(count) begin
    case (count)
        4'd0: seg = 7'b1000000;
        4'd1: seg = 7'b1111001;
        4'd2: seg = 7'b0100100;
        4'd3: seg = 7'b0110000;
        4'd4: seg = 7'b0011001;
        4'd5: seg = 7'b0010010;
        default: seg = 7'b1111111;  
    endcase
end
endmodule
```
**./run.sh**
```bash
#!/bin/bash
# OpenROAD 26Q1-2900-gdf79404cd8, Yosys 0.63+post, stock flow scripts
make -C /OpenROAD-flow-scripts/flow DESIGN_CONFIG=/design/flow/config.mk WORK_HOME=/design/flow/orfs finish
```
==> impl_metrics.ini <==
; generated from flow reports
[global_route]
grt_max_degree = 30
grt_overflow = 0
grt_pass1_vias = 1159
grt_pass1_wl_um = 5390
antenna_found_initial = 0
grtUsageTotal_pct = 4.26

[sta]
fin_crit_sh_pct = 50.2
slew-limit-headroom_pct = 43.4
maxSlewViolCount = 0
whs_ns = 0.467
setup_tns_ns = 0
finalWorstSetupSlack_ns = 3.33
rsz0062_at_grt = no
final_hold_viol_count = 0
period_needed_ns = 3.37
tightest_slew_ns = 0.841
setup_viol_count_final = 0
finClkSkew_ns = 0.00460
fmax_mhz = 297

[floorplanning]
die_y_um = 120
fp_util_pct = 16.9
io_pins = 13
rows = 36
coreArea_um2 = 9770
dieWidth_um = 120
dieArea_um2 = 14400

[detailed_routing]
viasPerCell = 3.85
num_antenna_cells = 0
antenna_left = 0
dr.pass1.iters = 4
vias = 1205
drt_wl_total_um = 3020
drt-initial-drc-count = 36
avgRoutedWirePerCell_um = 9.65
drc = 0

[critical_path]
crit_family = simple AND/OR/NAND/NOR gates
cp.arrival_ns = 2.03
r2r_end = decoder.count[0]
worstPathMaxFanout = 8
critPathMaxStageDelay_ns = 0.41
path_buffers = 2
end_kind = primary output
timing.reg2reg.setup_slack_ns = 4.49
cp.required_ns = 5.36
slowest_stage = clkdlybuf4s50_1
r2r_cells = 4
reg2reg_from = decoder.delay[11]
cp-start-kind = flip-flop
path_class = flip-flop to primary output
cp_cell_sequence = inv_1 -> ha_1 -> nor3_1 -> nor2_1 -> or3_1 -> clkdlybuf4s50_1

[clock_tree]
cts_tree = yes
clk-insertion-delay-late_ns = 0.28
clock-sinks = 29
h-tree-depth = 2
post-cts-setup-buffers = 0
post_cts_resized = 0
root_buffer = clkbuf_8
cts_max_path_buffers = 2
cts_inserted_buffers = 5
clk_pin_slew_ns = 0.06
ctsHoldBuffers = 0

[power]
p_int_uw = 248
p_leak_uw = 0.000792
p_switching_uw = 68.5
share_comb_of_total_power_pct = 1.4
swShare_pct = 21.7
p_seq_share_pct = 55.4
cellPowerDensity_nw_per_um2 = 165
peakVddDrop_mv = 0.0577
clkPwrFrac_pct = 43.2

[logic_synthesis]
syn_area_per_cell_um2 = 9.62
ys_top_cells_by_area = dfrtp_1 (44%), xnor2_1 (5.8%), nand3_1 (4.2%)
synthMostInstantiatedCell = dfrtp_1
ys_seq_share_pct = 43.9
ys_ff = 29
synth-edff-count = 0
yosys-stat-cells = 172
ys_top_cells_by_count = dfrtp_1 (29), nor2_1 (16), nand3_1 (14)
ys_async_sr_fraction_pct = 100
ys_area_um2 = 1650
syn_area_um2 = 1650
yosysTopAreaCellShare_pct = 43.9
ys_types = 39
largest_area_cell = dfrtp_1
syn-instance-count = 172
ys_warn_count = 1
flop_cell = dfrtp_1

[hold_path]
hold_class = flip-flop to flip-flop
holdCritStartpoint = decoder.delay[21]
hold_depth = 1
whs_endpoint = decoder.delay[21]

[layout]
fin_cells = 313
utilization_pct = 19.7
areaGrowthSynthToFinish_pct = 16.2
nFillCells = 1050
drive_gt1_share_pct = 10.6

[place]
hpwl_um = 2110
place_ws_ns = 3.62
routabilityCongestion = 0.814
dpl.cell_count = 305
io_buffers = 8

[flow_run]
drv_cap = 0
warnings = 28

[outcome]
status = complete, no violations
==> worst reg2reg max path: stages, from the launching register on <==
cell     delay (ns)
dfrtp_1        0.41
nand3_2        0.17
or4_4          0.62
nor2_2         0.51
mux2_1         0.38
==> sequential cells by signal (all words and copies together) (netlist names) <==
register / count
decoder.delay: 25
decoder.count: 4
==> power groups by stage <==
stage                 logic [uW]  clock network, uW  registers, uW
after CTS                   4.88                144            175
after global routing        5.43                152            175
final                       4.40                137            175
==> per-layer routing <==
layer	wire length, um	track usage, %	vias to the layer above	share of wire, %
li1	-	-	613	-
met1	1440	5.67	567	48
met2	1390	7.02	20	46
met3	107	0.809	5	3.5
met4	79	0.980	0	2.6
met5	0	0	-	0
==> final cells by class <==
class | instances | area, um2 | share of cell area (%)
multi-input combinational | 129 | 841 | 43.8
sequential | 29 | 726 | 37.8
tap | 133 | 166 | 8.66
timing repair buffer | 9 | 87.6 | 4.56
clock buffer | 6 | 72.6 | 3.78
inverter | 5 | 18.8 | 0.977
clock inverter | 2 | 10.0 | 0.521
==> logic make-up (layout without fill, tap and decap cells) <==
kind of cell | Yosys count | after routing | share of synthesized area (%)
simple gates | 78 | 78 | 26.1
flops | 29 | 29 | 43.9
compound gates | 18 | 18 | 6.66
xor+xnor | 18 | 18 | 9.53
buf+inv | 16 | 22 | 5.75
mux | 6 | 6 | 3.86
fa+ha+maj | 5 | 5 | 3.78
other cells | 2 | 4 | 0.454
==> per-stage QoR <==
stage / instance area [um2] / total power [uW]
floorplan: 1660 / 183
global placement: 1840 / 183
detailed placement: 1840 / 183
CTS: 1920 / 324
global route: 1920 / 332
finish: 1920 / 316
==> cells in the final DEF (no fill, tap or decap), types with 6 or more instances in the layout <==
| cell type | synthesis | layout |
|---|---|---|
| o21ai_0 | 7 | 7 |
| nand4_1 | 9 | 9 |
| clkdlybuf4s50_1 | 0 | 8 |
| nor2_1 | 16 | 16 |
| a21oi_1 | 6 | 6 |
| dfrtp_1 | 29 | 29 |
| nand3_1 | 14 | 14 |
| xor2_1 | 7 | 7 |
| nand2_1 | 8 | 8 |
| xnor2_1 | 11 | 11 |
==> worst max-delay path by stage <==
| stage | start | endpoint | cells after the start |
|---|---|---|---|
| 4_1_cts | decoder.count[1] | seg[5] | 6 |
| 5_1_grt | decoder.count[1] | seg[5] | 6 |
| 6_report | decoder.count[1] | seg[5] | 6 |
Power and IR drop assume default switching activity.
