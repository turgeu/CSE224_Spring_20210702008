[design.v]
`timescale 1ns / 1ps
module ALU(A, B, ALUop, Result);
    input [31:0] A, B;
    input [2:0] ALUop; 
    output reg [31:0] Result;
    always @(*) begin
        case(ALUop)
            3'b000, 3'b001: Result = 0;  
            3'b010: Result = A + B;      
            3'b011: Result = A - B;      
            3'b100: Result = A << B;     
            3'b101: Result = A >> B;     
            3'b110: Result = A + B;      
            3'b111: Result = A - B;      
            default: Result = 0;
        endcase
    end
endmodule
`timescale 1ns / 1ps
module InstructionDecoder( instruction, rs1, rs2, rd, imm, isImmediate, ALUop);
    input [31:0] instruction;
    output reg [4:0] rs1, rs2, rd;
    output reg [31:0] imm;
    output reg isImmediate;
    output reg [2:0] ALUop;
    always @(*) begin
        ALUop = instruction[31:29];
        rs1   = instruction[28:24];
        rs2   = instruction[23:19];
        rd    = instruction[18:14];
        imm   = {{19{instruction[13]}}, instruction[13:0]};  
        isImmediate = (ALUop == 3'b110 || ALUop == 3'b111);
    end
endmodule
`timescale 1ns / 1ps
module InstructionMemory(address, instruction);
    input [4:0] address;
    output reg [31:0] instruction;
    always @(*) begin
        case(address)
            0: instruction = 32'b110_00000_01010_0000000000001010;  
            1: instruction = 32'b110_00000_01111_0000000000001111;  
            2: instruction = 32'b010_01010_01111_11001_00000000000;  
            3: instruction = 32'b111_11001_10100_0000000000000101;  
            4: instruction = 32'b110_00000_00101_0000000000000010;  
            5: instruction = 32'b100_11001_00101_11110_00000000000;  
            default: instruction = 32'b0;
        endcase
    end
endmodule
`timescale 1ns / 1ps
module ProgramCounter(clk, rst, ctrl, PC);
    input clk; 
    input rst; 
    input ctrl;
    output reg [4:0] PC;
    always @(posedge clk or posedge rst) begin
        if (rst)
            PC <= 0;
        else if (ctrl)
            PC <= PC + 4;
    end
endmodule
`timescale 1ns / 1ps
module RegisterFile ( CLK, WE3, A1, A2, A3, WD3, RD1, RD2);
    input wire CLK;
    input wire WE3;
    input wire [4:0] A1, A2, A3;
    input wire [31:0] WD3;
    output wire [31:0] RD1, RD2;
    reg [31:0] registers[31:0];
    assign RD1 = registers[A1];
    assign RD2 = registers[A2];
    always @(posedge CLK) begin
        if (WE3)
            registers[A3] <= WD3;
    end
endmodule
`timescale 1ns / 1ps
module SemiCPU(CLK, RESET, CONTROL, seg, an);
    input CLK;
    input RESET;       
    input CONTROL;     
    output [6:0] seg;  
    output [3:0] an;
    wire [4:0] pc;
    wire [31:0] instruction;
    wire [4:0] rs1, rs2, rd;
    wire [31:0] imm, rd1, rd2, writeData, aluResult;
    wire isImmediate;
    wire [2:0] aluOp;
    ProgramCounter pc_module(.clk(CLK), .rst(RESET), .ctrl(CONTROL), .PC(pc));
    InstructionMemory imem(.address(pc), .instruction(instruction));
    InstructionDecoder idec(.instruction(instruction), .rs1(rs1), .rs2(rs2), .rd(rd), .imm(imm), .isImmediate(isImmediate), .ALUop(aluOp));
    RegisterFile rf(.CLK(CLK), .WE3(1'b1), .A1(rs1), .A2(rs2), .A3(rd), .WD3(aluResult), .RD1(rd1), .RD2(rd2));
    assign writeData = isImmediate ? imm : rd2;
    ALU alu(.A(rd1), .B(writeData), .ALUop(aluOp), .Result(aluResult));
    SevenSegDisplayController display (.clk(CLK), .number(aluResult[15:0]), .seg(seg), .an(an));
endmodule
module SevenSegDisplayController(
    input clk,
    input [15:0] number,
    output reg [6:0] seg,
    output reg [3:0] an
);
    reg [3:0] digit;
    reg [19:0] clkdiv;
    always @(posedge clk) clkdiv <= clkdiv + 1;
    always @(*) begin
        case(clkdiv[19:18])
            2'b00: begin digit = number[3:0]; an = 4'b1110; end
            2'b01: begin digit = number[7:4]; an = 4'b1101; end
            2'b10: begin digit = number[11:8]; an = 4'b1011; end
            2'b11: begin digit = number[15:12]; an = 4'b0111; end
        endcase
        case(digit)
            4'h0: seg = 7'b1000000;
            4'h1: seg = 7'b1111001;
            4'h2: seg = 7'b0100100;
            4'h3: seg = 7'b0110000;
            4'h4: seg = 7'b0011001;
            4'h5: seg = 7'b0010010;
            4'h6: seg = 7'b0000010;
            4'h7: seg = 7'b1111000;
            4'h8: seg = 7'b0000000;
            4'h9: seg = 7'b0010000;
            4'hA: seg = 7'b0001000;
            4'hB: seg = 7'b0000011;
            4'hC: seg = 7'b1000110;
            4'hD: seg = 7'b0100001;
            4'hE: seg = 7'b0000110;
            4'hF: seg = 7'b0001110;
            default: seg = 7'b1111111;
        endcase
    end
endmodule
[constraint.sdc]
current_design SemiCPU

set clk_period 5.1
set clk_io_pct 0.2

create_clock -name clk0 -period $clk_period [get_ports {CLK}]

set non_clock_inputs [all_inputs -no_clocks]
set_input_delay [expr $clk_period * $clk_io_pct] -clock clk0 $non_clock_inputs
set_output_delay [expr $clk_period * $clk_io_pct] -clock clk0 [all_outputs]
[run.sh]
#!/bin/bash
# OpenROAD 26Q1-2900-gdf79404cd8, Yosys 0.63+post, stock flow scripts
make -C /OpenROAD-flow-scripts/flow DESIGN_CONFIG=/design/flow/config.mk WORK_HOME=/design/flow/orfs finish
[config.mk]
export PLATFORM = sky130hd
export DESIGN_NAME = SemiCPU
export DESIGN_NICKNAME = SemiCPU
export VERILOG_FILES = /design/flow/design.v
export SDC_FILE = /design/flow/constraint.sdc
export NUM_CORES = 4
export LEC_CHECK = 1
export CORE_AREA = 10 10 75 75
export DIE_AREA = 0 0 85 85
==> results.py <==
# Metrics from the implementation run
metrics = {
    "detailed_routing": {
        "routed_wirelength_um": 1100,
        "wl_per_cell_um": 8.00,
        "drtAntennaViolNets": 0,
        "drt-initial-drc-count": 22,
        "first_pass_iters": 3,
        "vias": 484,
        "antenna_cells_inserted": 0,
        "drcViolationCount": 0,
        "via_per_inst": 3.53,
    },
    "worst_setup_path": {
        "end_kind": "output pin",
        "r2r_start": "display.clkdiv[0]$_DFF_P_",
        "critPathTopFamily": "buffers and inverters",
        "path_buffers": 1,
        "cpPeakStageDelay_ps": 400,
        "path_cells": "or2_2 -> clkdlybuf4s50_1",
        "path_class": "reg -> out",
        "start_kind": "register",
        "cp-startpoint": "display.clkdiv[18]$_DFF_P_",
        "cp_max_fo": 6,
        "crit_required_ps": 4080,
        "crit_slowest_cell": "clkdlybuf4s50_1",
        "critical_path_arrival_ps": 1280,
    },
    "sta": {
        "clock_skew_ps": 5.62,
        "clock.fmax_ghz": 0.434,
        "setup_viol": 0,
        "hold_ws_ps": 414,
        "timing_max_transition_violations_final": 0,
        "setup_tns_ps": 0,
        "grt_setup_unrepaired": "false",
        "period_used_pct": 45.1,
        "fin_crit_ps": 2300,
        "finalHoldViolations": 0,
    },
    "place": {
        "hpwl_um": 886,
        "io_buffers": 4,
        "placed_cells": 133,
        "place_congestion": 0.685,
    },
    "finish": {
        "final_core_util_pct": 23.9,
        "regMostFlops": "display.clkdiv",
        "final-seq-area_um2": 400,
        "layout_top_cells": "20 x dfxtp_1, 13 x xnor2_1, 9 x nand2_1, 7 x conb_1, 6 x nand3_1",
        "drive_gt1_share_pct": 12.6,
        "largestRegisters": "display.clkdiv x20",
        "area_growth_pct": 14.6,
        "logic_area_um2": 405,
        "instances_no_fill": 137,
        "fillers": 416,
        "largest_reg_flops": 20,
        "final_common_cell": "dfxtp_1",
    },
    "floorplan": {
        "die_area_mm2": 0.00723,
        "ios": 14,
        "die_w_um": 85,
        "num_rows": 23,
        "core_area_mm2": 0.00406,
        "die_h_um": 85,
        "initCoreUtil_pct": 20.9,
    },
    "yosys": {
        "ys.flop_type": "dfxtp_1",
        "ys_chip_area_um2": 847,
        "ys_seq_share_pct": 47.3,
        "synth.cell_area_um2": 847,
        "synth.distinct_cells": 19,
        "yosys_warnings": 6,
        "ys.flops": 20,
        "syn_avg_cell_area_um2": 10.5,
        "synth_stat.cells": 81,
        "enable_flop_cells": 0,
        "async_flop_share_pct": 0,
        "synthCells": 81,
    },
    "clock_network": {
        "cts-root-buf": "clkbuf_8",
        "cts.sinks": 20,
        "postCtsHoldBufs": 0,
        "clk_latency_ps": 250,
        "cts_tree": "done",
        "ctsResizeCount": 0,
        "cts_buffers": 3,
        "path_clk_slew_ps": 70,
        "clockBufferDepth": 2,
        "postCtsSetupRepairBufs": 0,
        "cts_max_level": 1,
    },
    "power": {
        "peakVddDrop_mv": 0.160,
        "powerDensity_mw_per_mm2": 280,
        "leakage_nw": 0.341,
    },
    "global_routing": {
        "grt_usage_pct": 3.26,
        "grt_pass1_vias": 473,
        "grt_max_degree": 12,
        "grt_pass1_wl_um": 2050,
        "grt_overflow_total": 0,
        "antenna_found_initial": 0,
    },
    "outcome": {
        "outcome": "complete, no violations",
    },
    "worst_hold_path": {
        "hold_class": "reg -> reg",
        "hold_start": "display.clkdiv[0]$_DFF_P_",
    },
    "flow_run": {
        "cap_violations": 0,
        "tool_warnings": 27,
    },
}
-- cell type report --
class	instances	share of cell area [%]
multi-input combinational	57	41.8
sequential	20	41.2
tap	50	6.44
clock buffer	4	5.67
timing repair buffer	4	4.12
inverter	2	0.773
-- final timing paths --
path	slack [ps]	cells past startpoint	end
worst min register to register	410	1	display.clkdiv[0]$_DFF_P_
worst max-delay path	2800	2	an[0]
worst max register to register	3580	5	display.clkdiv[18]$_DFF_P_
worst min-delay path	410	1	display.clkdiv[0]$_DFF_P_
-- cells in the mapped netlist (2+ instances only) --
cell      count  area share, %
nor2_1        4            1.8
inv_1         2           0.89
xnor2_1      13             13
dfxtp_1      20             47
nand2b_1      3            2.2
conb_1        2           0.89
buf_4         7            6.2
nand3_1       6            3.5
xor2_1        5            5.2
nand2_1       9            4.0
and3_2        2            1.8
-- report_power, final --
part,internal (mW),switching [mW],leakage (nW)
clock,0.0685,0.0469,0.0288
combinational,0,0.000339,0.151
sequential,0.156,0,0.161
-- layer usage --
metal / global-route usage (%) / vias up / wire [um]
met5: 0 / - / 0
met4: 0.150 / 0 / 0
met3: 1.64 / 0 / 98
met2: 4.50 / 12 / 407
met1: 4.65 / 213 / 590
li1: - / 259 / -
-- logic make-up after synthesis --
group                      share of synthesized area, %
buffers and inverters                              7.09
and+or+nand+nor                                    24.7
xor gates and xnor gates                           18.6
DFF                                                47.3
adders and majority gates                          1.48
other                                             0.887
-- stage by stage --
stage,setup WS [ps],power (mW),cell area (um2)
after detailed placement,3060,0.160,916
after floorplan,3500,0.163,866
final,2800,0.272,971
after CTS,2780,0.274,971
after global routing,2730,0.283,971
after global placement,3060,0.160,916
No activity file was given, so power comes from the tool's default toggle rates.
